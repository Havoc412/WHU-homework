==> design/flow/design.v <==
module floprc #(parameter WIDTH = 8) (
        input clk, rstn, clear,  
        input [WIDTH-1: 0] d,
        output reg [WIDTH-1: 0] q
    );
    always @(posedge clk or negedge rstn) begin
        if(!rstn)        q<=0;
        else if(clear)  q<=0;
        else            q<=d;
    end
endmodule
module flopenrc #(parameter WIDTH = 8) (
        input clk, rstn, en, clear,
        input [WIDTH-1: 0] d,
        output reg [WIDTH-1: 0] q
    );
    always @(posedge clk or negedge rstn) begin
        if(!rstn)        q<=0;
        else if(clear)  q<=0;
        else if(en)     q<=d;
    end
endmodule
module flopenr #(parameter WIDTH = 8) (
        input clk, rstn, en,
        input [WIDTH-1: 0] d,
        output reg [WIDTH-1: 0] q
    );
    always @(posedge clk or negedge rstn) begin
        if(!rstn)    q<=0;
        else if(en) q<=d;
    end
endmodule
module mux2 #(parameter WIDTH = 8) (
        input [WIDTH-1: 0] d0, d1,
        input src,
        output [WIDTH-1: 0] out
    );
    assign out = src ? d1 : d0;
endmodule
module mux3 #(parameter WIDTH = 8) (
        input [WIDTH-1: 0] d0, d1, d2,
        input [1: 0] src,
        output [WIDTH-1: 0] out
    );
    assign out = src[1] ? d2 : (src[0] ? d1 : d0);   
endmodule
module mux4 #(parameter WIDTH = 8) (
        input [WIDTH-1: 0] d0, d1, d2, d3,  
        input [2: 0] src,
        output [WIDTH-1: 0] out
    );
    assign out = src[2] ? d3 : (src[1] ? d2 : (src[0] ? d1 : d0));
endmodule
module pcenr (
    input clk, rstn, BTNC,
    input en, stop,
    input [32-1: 0] d,
    output reg [32-1: 0] q
    );
    always @(posedge clk or negedge rstn or negedge BTNC) begin
        if(!rstn)
            q <= 32'h0;
        else if(stop & !BTNC)
            q <= q;
        else if (en)
            q <= d;
        else     
            q <= q;
    end
endmodule
module addr_adder (
    input [32-1: 0] a, b,
    output [32-1: 0] y
    );
    assign y = a + b;
endmodule
module pcHandleForIP #(parameter INSTR_WIDTH = 8, parameter ADDR_WIDTH = 6) (
        input [INSTR_WIDTH-1: 0] pc,
        output [ADDR_WIDTH-1: 0] romAddr 
    );
    assign romAddr = pc >> 2;
endmodule
module pcBranch (
    input [32-1: 0] pcF,
    input stall,
    input [32-1: 0] pcD,
    input [32-1: 0] immOutD, rs1DataE,  
    input jalD, jalrE,
    input [3-1: 0] pcBranchSrcE, 
    input zeroE, ltE, geE,
    input [32-1: 0] pcE, 
    input [32-1: 0] immOutE,
    output [32-1: 0] nextPcF,
    output flushD, flushE 
);
    wire [32-1: 0] pcPlus4F;
    addr_adder pcAdder1(pcF, 32'b100, pcPlus4F);  
    wire [32-1: 0] pcJalD, pcJarE;
    addr_adder pcAdder2(pcD, immOutD, pcJalD);
    addr_adder pcAdder3(rs1DataE, immOutE, pcJarE);
    wire [32-1: 0] pcBranchE;
    wire branchE, beq, bne, blt, bge;
    assign beq = (pcBranchSrcE == 3'b001) & zeroE;
    assign bne = (pcBranchSrcE == 3'b010) & ~zeroE;
    assign blt = (pcBranchSrcE == 3'b011 | pcBranchSrcE == 3'b101) & ltE;
    assign bge = (pcBranchSrcE == 3'b100 | pcBranchSrcE == 3'b110) & geE;
    assign branchE = beq | bne | blt | bge;
    addr_adder pcBranch_E(pcE, immOutE, pcBranchE);
    mux4 #(32) pcBranchSrcMux(pcPlus4F, pcJalD, pcJarE, pcBranchE,  { branchE, jalrE, jalD }, nextPcF);
    assign flushD = jalD | jalrE | stall | branchE;
    assign flushE = branchE | jalrE;
endmodule
module hazard (
    input clk, rstn,
    input [5: 0] rs1D, rs2D, rdE,
    input memReadE,  
    output reg stall 
);
    always @(negedge clk) begin
        stall <= memReadE & ((rdE == rs1D) | (rdE == rs2D));
    end
endmodule
==> design/flow/run.sh <==
#!/bin/bash
# OpenROAD 26Q1-2900-gdf79404cd8, Yosys 0.63+post, stock flow scripts
make -C /OpenROAD-flow-scripts/flow DESIGN_CONFIG=/design/flow/config.mk WORK_HOME=/design/flow/orfs finish
==> design/flow/config.mk <==
export PLATFORM = sky130hd
export DESIGN_NAME = pcBranch
export DESIGN_NICKNAME = pcBranch
export VERILOG_FILES = /design/flow/design.v
export SDC_FILE = /design/flow/constraint.sdc
export NUM_CORES = 4
export LEC_CHECK = 1
export CORE_UTILIZATION = 50
==> design/flow/constraint.sdc <==
current_design pcBranch

set clk_period 23.1
set clk_io_pct 0.2

create_clock -name clk0 -period $clk_period

set non_clock_inputs [all_inputs -no_clocks]
set_input_delay [expr $clk_period * $clk_io_pct] -clock clk0 $non_clock_inputs
set_output_delay [expr $clk_period * $clk_io_pct] -clock clk0 [all_outputs]
==> flow_metrics.env <==
# flow metrics
export IMPL_antenna_found_initial=0
export IMPL_final_core_util_pct=72.1
export IMPL_grt_overflow_total=0
export IMPL_internal_power_uw=126
export IMPL_grt_pass1_vias=6656
export IMPL_fmax_mhz=76.5
export IMPL_finalHoldViolations=0
export IMPL_seq_cell_count=0
export IMPL_crit_fanout=3
export IMPL_gp_congestion=0.968
export IMPL_critPathSlowestCell="a311oi_1"
export IMPL_vias_per_cell=5.84
export IMPL_p_leak_uw=0.00371
export IMPL_grt_max_degree=54
export IMPL_irDropWorstVdd_v=0.0000151
export IMPL_ys_seq_share_pct=0
export IMPL_sw_frac_of_total_pct=48.2
export IMPL_grt_usage_pct=31.0
export IMPL_avgSynthCellArea_um2=6.75
export IMPL_ctsHoldBuffers=0
export IMPL_most_common_layout_cells="clkdlybuf4s50_1 (233), a21oi_1 (113), ha_1 (94)"
export IMPL_grt_pass1_wl_mm=32.3
export IMPL_ys_area_um2=6260
export IMPL_netSwitchingPower_uw=117
export IMPL_wl_per_cell_um=15.7
export IMPL_seqPwrFrac_pct=0
export IMPL_gr_usage_met1_pct=48.6
export IMPL_endpoint_kind="output port"
export IMPL_drc=0
export IMPL_slowest_delay_ns=0.52
export IMPL_syn_to_final_growth_pct=39.5
export IMPL_slew_headroom_pct=53.0
export IMPL_drive_gt1_share_pct=2.20
export IMPL_die_w_um=114
export IMPL_crit_chain="clkdlybuf4s50_1, ha_1, inv_1, fa_1, nor2b_1, o31a_1, o21ai_2, o21ai_0, a41o_1, a311oi_1, o211ai_1, xnor2_1, a221oi_1, clkdlybuf4s50_1"
export IMPL_startpoint="immOutE[0]"
export IMPL_finalSetupTns_ns=0
export IMPL_min_period_over_period_pct=56.6
export IMPL_hp_start="stall"
export IMPL_syn_area_um2=6260
export IMPL_status="complete, no violations"
export IMPL_nClkBuffers=0
export IMPL_rows=40
export IMPL_num_antenna_cells=0
export IMPL_startpoint_type="primary input"
export IMPL_crit_top_cell="clkdlybuf4s50_1"
export IMPL_ys_warnings_count=0
export IMPL_worstMarginPinSlew_ns=0.698
export IMPL_wl_mm=20.4
export IMPL_postCtsSetupBuffers=0
export IMPL_synthCells=928
export IMPL_grt_busiest_layer="met1"
export IMPL_core_um2=12100
export IMPL_critical_path_depth=14
export IMPL_criticalPathCategory="primary input to output port"
export IMPL_arrival_ns=8.45
export IMPL_place_inst=1305
export IMPL_cp_required_ns=18.48
export IMPL_flop_area_um2=0
export IMPL_warnings=33
export IMPL_setup_viol=0
export IMPL_ys_cells=928
export IMPL_min_period_ns=13.07
export IMPL_layout_top_cell="clkdlybuf4s50_1"
export IMPL_met2_usage_pct=47.8
export IMPL_slew_viol_final=0
export IMPL_p_comb_share_pct=100.0
export IMPL_fp_util_pct=51.7
export IMPL_hold_depth=3
export IMPL_synth_distinct_cells=70
export IMPL_ios=235
export IMPL_die_y_um=114
export IMPL_hpwl_mm=17.5
export IMPL_path_delay_family="AND-OR/OR-AND gates"
export IMPL_routed_via_count=7618
export IMPL_maxCapViolCount=0
export IMPL_min_path_type="primary input to output port"
export IMPL_drt_initial_drc_count=483
export IMPL_die_area_um2=13000
export IMPL_rsz0062_at_grt="false"
export IMPL_nFillCells=1011
export IMPL_worst_path_buf_inv=3
export IMPL_ant_nets=0
export IMPL_clkPwrFrac_pct=0
export IMPL_p_per_area_nw_per_um2=27.9
export IMPL_gr_usage_met3_pct=2.82
export IMPL_final_cells=1305
export IMPL_cts_resized=0
export IMPL_firstDrtPassIters=5
export IMPL_portBuffers=235
[per-stage QoR]
step	setup slack, ns	power [uW]	area (um^2)	hold slack [ns]
2_1_floorplan	11.43	140	6260	9.30
3_3_place_gp	10.13	239	8730	10.22
3_5_place_dp	10.09	239	8730	10.22
4_1_cts	10.07	241	8730	10.22
5_1_grt	9.81	266	8730	10.27
6_report	10.03	243	8730	10.22
[worst paths after layout]
| path | end | slack, ns |
|---|---|---|
| worst max-delay path | nextPcF[28] | 10.03 |
| worst min-delay path | flushD | 10.22 |
[synthesized netlist by cell type, types with 10 or more instances]
| library cell | number | share of area, % |
|---|---|---|
| xnor2_1 | 52 | 7.3 |
| inv_1 | 20 | 1.2 |
| a21oi_1 | 113 | 9.0 |
| and2_1 | 11 | 1.1 |
| a31oi_1 | 15 | 1.5 |
| mux2i_1 | 10 | 1.6 |
| clkbuf_1 | 26 | 1.6 |
| ha_1 | 94 | 19 |
| nand2_1 | 89 | 5.3 |
| a21o_1 | 52 | 6.2 |
| nor2_1 | 81 | 4.9 |
| a211oi_1 | 28 | 3.4 |
| xor2_1 | 51 | 7.1 |
| and3_1 | 20 | 2.0 |
| o21a_1 | 12 | 1.4 |
| nor3_1 | 12 | 0.96 |
| nand4_1 | 14 | 1.4 |
| nand3_1 | 24 | 1.9 |
| o21ai_0 | 66 | 5.3 |
[power groups by stage]
| stage | Combinational [uW] | Sequential, uW | Clock (uW) |
|---|---|---|---|
| final | 243 | 0 | 0 |
| after CTS | 241 | 0 | 0 |
| after global routing | 266 | 0 | 0 |
[final cells by class]
cell class | count | area, um^2 | share of cell area [%]
multi-input combinational | 877 | 6070 | 69.5
timing repair buffer | 239 | 2370 | 27.2
tap | 168 | 210 | 2.41
inverter | 21 | 78.8 | 0.902
[metal layers]
metal	up-vias	routed length (um)
met3	16	1760
met4	0	182
met5	-	0
li1	3937	-
met1	3340	10100
met2	325	8450
[cell families after synthesis]
| family | after synthesis | share of synthesized area, % |
|---|---|---|
| compound gates | 373 | 38.7 |
| buf+inv | 51 | 3.10 |
| fa+ha+maj | 97 | 19.7 |
| mux | 11 | 1.78 |
| xor+xnor | 103 | 14.4 |
| simple gates | 293 | 22.3 |
Power and IR drop assume default switching activity.
