--- /design/flow/design.v ---
module RF(
    input clk,
    input rst,
    input RFWr,
    input [4:0] A1, A2, A3,
    input [31:0] WD,
    output [31:0] RD1, RD2
);
reg [31:0] rf [31:0];
integer i;
always @ (negedge clk or negedge rst) begin
    if(!rst) begin
        for(i=0; i<32; i = i+1)
            rf[i] = 32'b0;
    end
    else
    if(RFWr && A3 != 0) begin
        rf[A3] <= WD;
    end
end
 assign RD1 = (A1 != 0) ? rf[A1] : 0;
 assign RD2 = (A2 != 0) ? rf[A2] : 0;
endmodule
--- /design/flow/run.sh ---
#!/bin/bash
# OpenROAD 26Q1-2900-gdf79404cd8, Yosys 0.63+post, stock flow scripts
make -C /OpenROAD-flow-scripts/flow DESIGN_CONFIG=/design/flow/config.mk WORK_HOME=/design/flow/orfs finish
--- /design/flow/config.mk ---
export PLATFORM = sky130hd
export DESIGN_NAME = RF
export DESIGN_NICKNAME = RF
export VERILOG_FILES = /design/flow/design.v
export SDC_FILE = /design/flow/constraint.sdc
export NUM_CORES = 4
export LEC_CHECK = 1
export CORE_UTILIZATION = 50
--- /design/flow/constraint.sdc ---
current_design RF

set clk_period 9.3
set clk_io_pct 0.2

create_clock -name clk0 -period $clk_period [get_ports {clk}]

set non_clock_inputs [all_inputs -no_clocks]
set_input_delay [expr $clk_period * $clk_io_pct] -clock clk0 $non_clock_inputs
set_output_delay [expr $clk_period * $clk_io_pct] -clock clk0 [all_outputs]
==> impl_metrics.py <==
# Synthesis and PnR figures
metrics = {
    "outcome": {
        "outcome": "complete, but fails checks",
        "violations": "setup timing",
    },
    "flow_run": {
        "drv_cap": 0,
        "warnings": 35,
    },
    "final_layout": {
        "final_cell_mix": "999 x mux2_2, 992 x dfrtn_1, 569 x a22oi_1",
        "largest_register": "rf",
        "largest_register_ff_count": 992,
        "syn_to_final_growth_pct": 16.8,
        "reg.largest.list": "rf: 992 flops",
        "num-fill-cells": 8276,
        "logic_area_mm2": 0.0254,
        "lay_top_count": "mux2_2",
        "seq_area_mm2": 0.0248,
        "drive_gt1_share_pct": 37.4,
    },
    "worst_setup_path": {
        "cp_data_arrival_time_ns": 7.45,
        "start_kind": "register",
        "r2r_slack_ns": 8.40,
        "end_kind": "output pin",
        "worstPathMaxFanout": 3,
        "cp.depth": 5,
        "required_ns": 7.44,
        "r2r-end": "rf[22][7]",
        "ff2ff_path_depth": 1,
        "r2r-start": "rf[22][7]",
        "worstSetupPathType": "register to output pin",
        "cp_top_family": "simple AND/OR/NAND/NOR gates",
        "cp.buffers_inverters": 1,
        "path_cells": "and3_1 -> a2111oi_0 -> nand3_1 -> or4_1 -> clkdlybuf4s50_1",
        "cp_slowest_stage_delay_ns": 0.51,
        "cp_slowest_cell": "a2111oi_0",
    },
    "logic_synthesis": {
        "ys_ff": 992,
        "syn_area_per_cell_um2": 11.9,
        "postSynthSeqShare_pct": 48.5,
        "ys.warnings.count": 2,
        "syn-instance-count": 4296,
        "ys_cells": 4296,
        "ys_area_mm2": 0.0512,
        "edf_count": 0,
        "flop_cell": "dfrtn_1",
        "ys_types": 81,
        "netlist_area_mm2": 0.0512,
        "synthArstFlopShare_pct": 100,
    },
    "place": {
        "io_buffers": 113,
        "preCtsSetupSlack_ns": 0.318,
        "dpl.hpwl_um": 164000,
        "place.gp.congestion": 1.11,
    },
    "worst_hold_path": {
        "min_path_type": "register to register",
        "hold_path_end": "rf[11][12]",
        "min_path_cells": 1,
        "hp-start": "rf[11][12]",
    },
    "final_timing": {
        "grt_setup_unrepaired": "false",
        "worst_slew_pin_slew_ns": 1.22,
        "finalSetupViolCount": 1,
        "tns_ns": -0.00943,
        "hold_viol": 0,
        "hold-worst-slack_ns": 0.461,
        "max_slew_margin_pct": 18.1,
        "clock_skew_ns": 0,
        "setup_ws_ns": -0.00943,
        "drv_slew": 0,
    },
    "global_route": {
        "antenna_found_initial": 44,
        "grt_pass1_vias": 44665,
        "grt_max_degree": 120,
        "grt_pass1_wl_um": 378000,
        "grt-ovfl-total": 0,
        "grt_usage_pct": 57.0,
    },
    "cts": {
        "cts_tree": "built",
        "cts_made_buffers": 110,
        "clock_latency_ns": 0.65,
        "cts.clk_slew.worst_paths_ns": 0.05,
        "cts_max_path_buffers": 3,
        "clkSinkCount": 992,
        "cts_root_buf": "clkbuf_16",
        "h-tree-depth": 3,
        "postCtsHoldBufs": 0,
    },
    "power_and_ir_drop": {
        "powerDensity_mw_per_mm2": 216,
        "ir_drop_mv": 0.184,
        "power_w": 0.0129,
        "leakage_nw": 26.5,
    },
    "route": {
        "avgRoutedWirePerCell_um": 47.6,
        "first_pass_iters": 10,
        "drtAntennaViolNets": 0,
        "drc": 0,
        "viasPerCell": 8.02,
        "drt_iter0_drc": 6451,
        "wl_um": 280000,
        "vias": 47092,
    },
    "die": {
        "chip_area_mm2": 0.104,
        "dieHeight_um": 322,
        "floorplan.initialDensity_pct": 50.4,
        "die_x_um": 322,
        "design.portCount": 114,
        "core.rowCount": 117,
        "core_area_mm2": 0.102,
    },
}
[kinds of logic after synthesis]
family	count (synthesis)	synth area share [%]
AND/OR/NAND/NOR	859	9.79
multiplexers	1119	24.4
flip-flops	992	48.5
AND-OR/OR-AND	879	13.4
buffers and inverters	447	3.97
[layer usage]
layer  GRT usage, %  vias to the layer above  share of wire [%]
li1               -                    16890                  -
met1           67.8                    23284                 33
met2           69.2                     5006                 37
met3           42.8                     1874                 19
met4           41.5                       38                 11
met5           7.71                        -               0.38
[final cells by class]
cell class	count	area share, %
sequential	992	41.5
clock inverter	49	1.19
timing repair buffer	384	6.26
antenna	56	0.234
clock buffer	155	5.38
multi-input combinational	2857	42.5
tap	1368	2.86
inverter	12	0.0753
[what timing repair did]
item	CTS	global route
pin swaps	8	18
gates resized	45	59
buffers inserted	2	1
setup endpoints to repair	24	32
[synth_stat cells, types with 38 or more instances]
cell type	count	area share [%]
a2111oi_0	49	0.84
a21oi_1	38	0.37
a22o_1	43	0.74
a22oi_1	569	8.3
and3_1	205	2.5
buf_1	45	0.33
buf_2	100	0.98
clkbuf_1	249	1.8
dfrtn_1	992	48
mux2_2	999	22
mux2i_1	100	2.0
nand2_1	89	0.65
nand3_1	117	1.1
nand4_1	114	1.4
nor2_1	85	0.62
nor3_1	51	0.50
or4_1	51	0.75
[how the worst max path moves through the flow]
stage	endpoint	start
4_1_cts	RD1[3]	rf[4][3]
5_1_grt	RD1[7]	rf[19][7]
6_report	RD2[30]	rf[22][30]
[power by group]
part	internal [W]	switching, W	total [W]
combinational	0.00103	0.00102	0.00205
clock	0.00287	0.00192	0.00479
sequential	0.00524	0.000808	0.00605
[metrics by stage]
| step | std cells | instance area (um2) | utilization (%) |
|---|---|---|---|
| after CTS | 5816 | 59400 | 58.4 |
| final | 5873 | 59800 | 58.9 |
| after detailed placement | 5610 | 55300 | 54.4 |
| after global placement | 5610 | 55300 | 54.4 |
| after global routing | 5821 | 59700 | 58.7 |
| after floorplan | 4296 | 51200 | - |
